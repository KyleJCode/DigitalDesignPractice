<file path="flow/config.mk">
export PLATFORM = sky130hd
export DESIGN_NAME = ArbiterPriority
export DESIGN_NICKNAME = ArbiterPriority
export VERILOG_FILES = /design/flow/design.v
export SDC_FILE = /design/flow/constraint.sdc
export NUM_CORES = 4
export LEC_CHECK = 1
export CORE_AREA = 10 10 70 70
export DIE_AREA = 0 0 80 80
</file>
<file path="flow/constraint.sdc">
current_design ArbiterPriority

set clk_period 2.9
set clk_io_pct 0.2

create_clock -name clk0 -period $clk_period

set non_clock_inputs [all_inputs -no_clocks]
set_input_delay [expr $clk_period * $clk_io_pct] -clock clk0 $non_clock_inputs
set_output_delay [expr $clk_period * $clk_io_pct] -clock clk0 [all_outputs]
</file>
<file path="flow/design.v">
module ArbiterPriority(req, prio0, prio1, prio2, gnt, valid);  
input [1:0] prio0;
input [1:0] prio1;
input [1:0] prio2;
input [2:0] req;
output reg [2:0] gnt;
output reg valid;
always @(*) begin
if(req[2] && (~req[1] || (prio2 >= prio1)) && (~req[0] || (prio2 >= prio0)))
        gnt = 3'b100;
    else if(req[1] && (~req[2] || (prio1 > prio2)) && (~req[0] || (prio1 >= prio0)))
        gnt = 3'b010;
    else if(req[0] && (~req[1] || (prio0 > prio1)) && (~req[2] || (prio0 > prio2)))
        gnt = 3'b001;
    else
        gnt = 3'b000;
    valid = |gnt;
end
endmodule
</file>
<file path="flow/run.sh">
#!/bin/bash
# OpenROAD 26Q1-2900-gdf79404cd8, Yosys 0.63+post, stock flow scripts
make -C /OpenROAD-flow-scripts/flow DESIGN_CONFIG=/design/flow/config.mk WORK_HOME=/design/flow/orfs finish
</file>
==> impl_metrics.yaml <==
# implementation run metrics
status:
  status: "finished, final reports clean"
logic_synthesis:
  yosysUniqueCellTypes: 11
  synth_area_um2: 250.2
  simple_gate_area_frac: 0.3050
  ys_sh_adder: 0.3000
  area_leaders: "ha_1 (30%), nor2b_4 (17%), inv_1 (11%)"
  synth_warnings: 1
  yosys_area_um2: 250.2
  yosys-stat-cells: 32
  synthAoiAreaFrac: 0.2900
  postSynthCellCount: 32
  top_area_cell: "ha_1"
  top_area_frac: 0.3000
  top_logic_kind: "simple AND/OR/NAND/NOR gates"
  syn_avg_cell_area_um2: 7.820
  ys_seq_frac: 0
  ys_sh_xor: 0
  mux_area_frac: 0
place:
  routabilityCongestion: 0.7376
  post-place-ws_ns: -0.2656
  hpwl_um: 719.6
  portBuffers: 13
setup_path:
  critPathKind: "in2out"
  arrival_ns: 2.29
  cp_max_fo: 2
  end_kind: "output port"
  crit_start: "prio2[1]"
  critPathRequiredTime_ns: 2.32
  startpoint_type: "input pin"
cts:
  postCtsSetupRepairBufs: 0
sta:
  slew_viol_final: 0
  fin_crit_sh: 0.9913
  fin_tns_setup_ns: 0
  hold_violations: 0
  finalWorstPathRequiredPeriod_ns: 2.875
  setup_viol: 0
  fmax_mhz: 347.8
  finalWorstSetupSlack_ns: 0.02513
  slew_headroom: 0.8271
  tightest_slew_ns: 0.2594
  rsz0062_at_grt: "yes"
power_and_ir_drop:
  p_leak_nw: 0.1968
  clkPwrFrac: 0
  p_seq_frac: 0
  fin_total_pwr_uw: 74.31
  ir_drop_v: 0.00006300
  power.switching_uw: 34.62
  internal_power_uw: 39.69
  combPwrFrac: 1.000
  switching_share: 0.4659
  power-per-cell-area_nw_per_um2: 161.4
global_route:
  grt-ovfl-total: 0
  grt_max_degree: 5
  grt_pass1_wl_um: 1304
  grt_pass1_vias: 287
  antenna_found_initial: 0
  track_usage: 0.02447
routing:
  viasPerCell: 2.989
  drt_first_pass_iters: 2
  route.detailed.wl_per_inst_um: 8.967
  diodes: 0
  antenna_left: 0
  drt_drc_violations_left: 0
  drt_iter0_markers: 4
  routed_wl_um: 816
  vias: 272
floorplanning:
  core_um2: 3416
  fp-utilization: 0.07326
  die_x_um: 80
  num_rows: 21
  dieArea_um2: 6400
  die_h_um: 80
  ios: 13
layout:
  layout_top_cells: "clkdlybuf4s50_1 (9), inv_1 (7), ha_1 (6)"
  layout_top_cell: "clkdlybuf4s50_1"
  final_core_util: 0.1348
  drive_above_1_share: 0.1778
  nClkBuffers: 0
  flops: 0
  syn2layout_area_growth_pct: 84.00
  final-seq-area_um2: 0
min_path:
  min_to: "gnt[1]"
  min_from: "req[0]"
  hp-class: "in2out"
  hold_depth: 3
run:
  maxCapViolCount: 0
  warning_count: 33
[power groups by stage]
stage,registers (mW),clock network (mW),logic (mW)
after CTS,0,0,0.0708
after global routing,0,0,0.0823
final,0,0,0.0743
[what timing repair did]
item,CTS,global route
endpoints found under the setup margin,4,2
hold buffers,0,0
gates cloned,0,0
gates resized,7,2
pin swaps,4,2
endpoints found under the hold margin,0,0
[cell families after synthesis]
| group | count (synthesis) |
|---|---|
| buf+inv | 7 |
| simple gates | 9 |
| fa+ha+maj | 6 |
| compound gates | 10 |
[how the worst max path moves through the flow]
stage	cells after the start	to	slack, ns
CTS	8	valid	0.02
global route	8	valid	-0.04
finish	8	valid	0.03
[cells in the mapped netlist]
library cell	count
a311oi_1	1
nor4_2	1
nor2b_4	3
ha_1	6
nand2_1	3
o21a_1	3
o21ai_1	3
nand3_1	1
inv_1	7
nor4_1	1
a221oi_1	3
[per-layer routing]
metal  vias up  routed length [um]  global-route usage
met2        12                 217             0.02970
li1        146                   -                   -
met5         -                   0                   0
met1       114                 484             0.04021
met3         0                 114            0.009091
met4         0                   0                   0
[cell type report]
class,count,area [um^2]
Fill cell,407,2955
Multi-Input combinational cell,25,251.5
Timing Repair Buffer,13,125.1
Tap cell,46,57.56
Inverter,7,26.28
[per-stage QoR]
step / hold WS (ns) / area, um^2 / cells
finish: 2.012 / 460.4 / 91
global route: 2.047 / 460.4 / 91
CTS: 2.004 / 447.9 / 91
floorplan: 1.194 / 250.2 / 32
detailed placement: 2.177 / 437.9 / 91
global placement: 2.166 / 437.9 / 91
[worst max-delay path, stage by stage]
cell,delay [ns]
clkdlybuf4s50_1,0.45
inv_1,0.06
ha_1,0.29
nor2b_4,0.14
o21a_1,0.23
nor4_2,0.22
a311oi_1,0.07
dlygate4sd2_1,0.25
Power is estimated from default activity; no workload was simulated.

$ cat flow/config.mk
export PLATFORM = sky130hd
export DESIGN_NAME = RoundRobinArbiter
export DESIGN_NICKNAME = RoundRobinArbiter
export VERILOG_FILES = /design/flow/design.v
export SDC_FILE = /design/flow/constraint.sdc
export NUM_CORES = 4
export LEC_CHECK = 1
export CORE_AREA = 10 10 70 70
export DIE_AREA = 0 0 80 80
$ cat flow/constraint.sdc
current_design RoundRobinArbiter

set clk_period 1.6
set clk_io_pct 0.2

create_clock -name clk0 -period $clk_period [get_ports {clk}]

set non_clock_inputs [all_inputs -no_clocks]
set_input_delay [expr $clk_period * $clk_io_pct] -clock clk0 $non_clock_inputs
set_output_delay [expr $clk_period * $clk_io_pct] -clock clk0 [all_outputs]
$ cat flow/design.v
module RoundRobinArbiter(req, clk, state, gnt);
input [2:0] req;
input clk;
output reg [1:0] state;
output reg [2:0] gnt;
initial state = 2'b00;
always @(posedge clk) begin
  if (state == 2'b00)
    state <= 2'b01;
  else if (state == 2'b01)
    state <= 2'b10;
  else
    state <= 2'b00;
end
always @(*) begin
        gnt = 3'b000;
        if(state == 2'b00)
        begin
            if(req[0])
                gnt = 3'b001;
            else if(req[1])
                gnt = 3'b010;
            else if(req[2])
                gnt = 3'b100;
        end
        else if(state == 2'b01)
        begin
            if(req[1])
                gnt = 3'b010;
            else if(req[2])
                gnt = 3'b100;
            else if(req[0])
                gnt = 3'b001;
        end
        else  
        begin
            if(req[2])
                gnt = 3'b100;
            else if(req[0])
                gnt = 3'b001;
            else if(req[1])
                gnt = 3'b010;    
        end
    end
endmodule
$ cat flow/run.sh
#!/bin/bash
# OpenROAD 26Q1-2900-gdf79404cd8, Yosys 0.63+post, stock flow scripts
make -C /OpenROAD-flow-scripts/flow DESIGN_CONFIG=/design/flow/config.mk WORK_HOME=/design/flow/orfs finish
==> impl_table.tex <==
% Table of physical implementation metrics
\begin{tabular}{lr}
\hline
Metric & Value \\
\hline
\multicolumn{2}{l}{\textbf{Worst setup path}} \\
\quad Data required, critical path & 1280 ps \\
\quad End of the worst register-to-register path & state[1] \\
\quad Max Fanout on Critical Path & 3 \\
\quad Buffering stage count on the worst path with inverters included & 3 \\
\quad Worst setup SP type & primary input \\
\quad Crit path cell chain & dlygate4sd2\_1 -> inv\_1 -> o32ai\_1 -> dlygate4sd2\_1 \\
\quad FF-to-FF setup slack & between 1000 and 1500 ps \\
\quad Cell repeated most along the worst path & sky130\_fd\_sc\_hd\_\_dlygate4sd2\_1 \\
\quad Peak per-stage delay on the critical path & 270 ps \\
\quad R2R depth & 1 \\
\quad Slowest CP cell & sky130\_fd\_sc\_hd\_\_dlygate4sd2\_1 \\
\quad Worst flop-to-flop path startpoint & state[0] \\
\quad Arrival time worst endpoint & between 1000 and 1500 ps \\
\quad Logic depth of the worst path, buffers included & 4 \\
\quad Type of the setup path with the least slack & primary input to output pin \\
\quad Kind of cell adding the most delay to the critical path & buffers and inverters \\
\quad Critical Path End Type & output pin \\
\multicolumn{2}{l}{\textbf{Global routing}} \\
\quad Number of antenna violations at the first check in global routing & 1 \\
\quad Via count of the first global-routing pass & 133 \\
\quad GRT Util Overall & under 10\% \\
\quad Maximum number of pins on one net before global-route repair & 6 \\
\quad First-pass GRT wire length & 648 um \\
\quad Total congestion overflow & 0 \\
\multicolumn{2}{l}{\textbf{Synth}} \\
\quad Top\_reg\_cell synth & sky130\_fd\_sc\_hd\_\_dfxtp\_1 \\
\quad Synthesis area per yosys & between 100 and 150 um2 \\
\quad Yosys warning total & 1 \\
\quad Cell total in the yosys stat output & 13 \\
\quad Most numerous cell in the Yosys netlist & sky130\_fd\_sc\_hd\_\_nor2b\_1 \\
\quad Average instance area after synthesis & about 8.1 um2 \\
\quad Top cell types by occurrence after synthesis & sky130\_fd\_sc\_hd\_\_nor2b\_1, sky130\_fd\_sc\_hd\_\_dfxtp\_1, sky130\_fd\_sc\_hd\_\_nand2b\_1 \\
\quad Fraction of synthesis flops using an asynchronous set or reset pin & 0\% \\
\quad Seq/Total Area, Yosys & 38.1\% \\
\quad Cell type with the highest aggregate area in the netlist & sky130\_fd\_sc\_hd\_\_dfxtp\_1 \\
\quad Post-Synthesis Cells & 13 \\
\quad Mapped Area & between 100 and 150 um2 \\
\quad Number of distinct library cells after synthesis & 9 \\
\quad Area fraction of the dominant cell type after synthesis & approximately two fifths \\
\quad Post-synthesis sequential element count & 2 \\
\quad Number of enable-type register cells in the synthesized netlist & 0 \\
\quad Ranking of synthesized cells by area & sky130\_fd\_sc\_hd\_\_dfxtp\_1, sky130\_fd\_sc\_hd\_\_nor2b\_1, sky130\_fd\_sc\_hd\_\_nand2b\_1 \\
\multicolumn{2}{l}{\textbf{CTS}} \\
\quad Clock transition at the registers of the reported paths & roughly 30 ps \\
\quad Clk ins delay skew pair & roughly 220 ps \\
\quad CTS Hold Bufs & 0 \\
\quad Post-CTS Setup Repair Bufs & 0 \\
\quad Number of H-tree levels & 1 \\
\quad Num CTS Buffers & 3 \\
\quad Total clock sinks & 2 \\
\quad Root Buffer Master & sky130\_fd\_sc\_hd\_\_clkbuf\_4 \\
\quad TritonCTS clock tree & built \\
\quad PostCTS Resize Cnt & 10 \\
\quad Deepest clock path buffer count & 2 \\
\multicolumn{2}{l}{\textbf{Placed design}} \\
\quad RePlAce Congestion & between 0.6 and 0.7 \\
\quad Number of port buffers & 8 \\
\quad Pre-CTS worst setup slack & -396 ps \\
\multicolumn{2}{l}{\textbf{Routing}} \\
\quad Detail-routed via count per cell & about 1.9 \\
\quad Routed Wire Length & roughly 500 um \\
\quad Vias post-DR & roughly 130 \\
\quad First-pass DRT Iterations & 2 \\
\quad Residual antenna-violating net count after detailed routing & 0 \\
\quad Starting DRC count in detailed routing & 7 \\
\quad Detailed-route wire length per cell & $\sim$7 um \\
\quad Count of unresolved DRC violations after routing & 0 \\
\multicolumn{2}{l}{\textbf{Final timing}} \\
\quad Headroom to the max-slew limit & 85.5\% \\
\quad Hold Vio Cnt, Final & 0 \\
\quad Final critical path time including I/O delays and setup & about 1500 ps \\
\quad Number of failing setup endpoints in the final timing report & 0 \\
\quad Max-slew violations & 0 \\
\quad RSZ-0062 raised after global routing & no \\
\quad Final cycle utilization of the critical path & about 93\% \\
\quad Worst Hold Margin & 447 ps \\
\quad Slew @ Worst Pin & $\sim$220 ps \\
\quad Setup TNS & 0 ps \\
\quad Maximum clock rate & around 670 MHz \\
\quad Final worst setup slack & approximately 100 ps \\
\quad Fin Clk Skew & roughly 3 ps \\
\multicolumn{2}{l}{\textbf{Floorplan}} \\
\quad FP Core Util & about 3.1\% \\
\quad Overall die width & roughly 80 um \\
\quad Rows & 21 \\
\quad Area enclosed by the die boundary & between 6000 and 7000 um2 \\
\quad Overall die height & around 80 um \\
\quad I/O pins & 9 \\
\quad Core footprint & roughly 3400 um2 \\
\multicolumn{2}{l}{\textbf{Run}} \\
\quad Stage-log warning count & 25 \\
\quad Max Cap Viol & 0 \\
\multicolumn{2}{l}{\textbf{Layout}} \\
\quad Most flop-heavy register & state \\
\quad Area added between synthesis and finish & 161\% \\
\quad Largest regs & state x2 \\
\quad Fraction of final layout cells with drive strength greater than 1 & between 20 and 30\% \\
\quad Number of flip-flops in the largest register & 2 \\
\quad Final core utilization & under 10\% \\
\quad Fill cell count & between 400 and 500 \\
\multicolumn{2}{l}{\textbf{Pwr}} \\
\quad Power, Total & around 0.18 mW \\
\quad Leakage power summed over all cells & 0.104 nW \\
\quad Largest vdd supply drop & slightly below 0.1 mV \\
\quad Pwr Density & between 600 and 700 nW/um2 \\
\multicolumn{2}{l}{\textbf{Min path}} \\
\quad Cells on Worst Hold Path & 1 \\
\quad Worst hold path class & flip-flop to flip-flop \\
\quad Hold Path Sink & state[1] \\
\quad Hold Startpoint & state[1] \\
\multicolumn{2}{l}{\textbf{Status}} \\
\quad Status & completed \\
\hline
\end{tabular}
[report_power, final]
part / internal [mW] / switching (mW)
Sequential: 0.0486 / 0
Combinational: 0.0123 / 0.00851
Clock: 0.0826 / 0.0278
Total: 0.143 / 0.0363
[routing by layer]
layer,vias to the layer above,global-route usage [%],wire (um)
li1,68,-,-
met1,56,1.19,168
met2,8,1.61,184
met3,2,2.84,135
met4,0,0.528,7
met5,-,0,0
[worst max path at each step]
stage         startpoint     end  slack (ps)
finish            req[1]  gnt[1]         100
global route      req[1]  gnt[1]          10
CTS               req[1]  gnt[1]          90
[metrics by stage]
step / cell area [um2] / cells
6_report: 274 / 71
5_1_grt: 274 / 71
4_1_cts: 272 / 70
3_5_place_dp: 243 / 67
3_3_place_gp: 243 / 67
2_1_floorplan: 105 / 13
[layout by cell type (no fill, tap or decap)]
cell                              count
sky130_fd_sc_hd__a22o_1               1
sky130_fd_sc_hd__clkbuf_4             3
sky130_fd_sc_hd__clkdlybuf4s50_1      2
sky130_fd_sc_hd__dfxtp_1              1
sky130_fd_sc_hd__dfxtp_4              1
sky130_fd_sc_hd__diode_2              1
sky130_fd_sc_hd__dlygate4sd2_1        6
sky130_fd_sc_hd__inv_1                1
sky130_fd_sc_hd__nand2_1              1
sky130_fd_sc_hd__nand2b_1             1
sky130_fd_sc_hd__nand2b_4             1
sky130_fd_sc_hd__nor2_2               1
sky130_fd_sc_hd__nor2b_1              3
sky130_fd_sc_hd__o21ai_1              1
sky130_fd_sc_hd__o32ai_1              1
[final cells by class]
type	count	area, um2	share of cell area, %
Multi-Input combinational cell	10	71.3	26.0
Timing Repair Buffer	8	72.6	26.5
Sequential cell	2	43.8	16.0
Tap cell	46	57.6	21.0
Antenna cell	1	2.50	0.913
Inverter	1	3.75	1.37
Clock buffer	3	22.5	8.22
[logic make-up (layout without fill, tap and decap cells)]
logic type	count (synthesis)	after routing	share of synthesized area, %
DFF	2	2	38.1
other	0	1	0
and+or+nand+nor	7	7	36.9
AOI/OAI and AO/OA	3	3	21.4
buffers and inverters	1	12	3.57
No activity file was given, so power comes from the tool's default toggle rates.

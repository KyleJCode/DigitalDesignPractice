`./run.sh`:
```
#!/bin/bash
# OpenROAD 26Q1-2900-gdf79404cd8, Yosys 0.63+post, stock flow scripts
make -C /OpenROAD-flow-scripts/flow DESIGN_CONFIG=/design/flow/config.mk WORK_HOME=/design/flow/orfs finish
```
`./constraint.sdc`:
```
current_design SynchronousFIFO

set clk_period 1688.5
set clk_io_pct 0.2

create_clock -name clk0 -period $clk_period [get_ports {clk}]

set non_clock_inputs [all_inputs -no_clocks]
set_input_delay [expr $clk_period * $clk_io_pct] -clock clk0 $non_clock_inputs
set_output_delay [expr $clk_period * $clk_io_pct] -clock clk0 [all_outputs]
```
`./config.mk`:
```
export PLATFORM = sky130hd
export DESIGN_NAME = SynchronousFIFO
export DESIGN_NICKNAME = SynchronousFIFO
export VERILOG_FILES = /design/flow/design.v
export SDC_FILE = /design/flow/constraint.sdc
export NUM_CORES = 4
export LEC_CHECK = 1
export CORE_UTILIZATION = 50
export SYNTH_MEMORY_MAX_BITS = 65536
```
`./design.v`:
```
module SynchronousFIFO(clk, rd_en, wr_en, reset, in, out, full, empty);
localparam NUM_ENTRIES = 128;
localparam ENTRY_WIDTH = 64;
input clk;
input rd_en;
input wr_en;
input reset;
input [ENTRY_WIDTH-1:0] in;
reg [ENTRY_WIDTH-1:0] mem_FIFO [0:NUM_ENTRIES-1];  
output reg [ENTRY_WIDTH-1:0] out;
reg [7:0] count;  
reg [6:0] wptr;
reg [6:0] rptr;
output full;
output empty;
assign empty = (count == 0);
assign full = (count == NUM_ENTRIES);
always @(posedge clk)
begin
    if(reset) 
    begin
        wptr <= 0;
        rptr <= 0;
        count <= 0;
        out <= 0;
    end
    else
    begin
        if(wr_en && !full) 
        begin
            mem_FIFO[wptr] <= in;
            wptr <= wptr + 1;
        end
        if(rd_en && !empty)
        begin
            out <= mem_FIFO[rptr];
            rptr <= rptr + 1;
        end
        case({(wr_en && !full), (rd_en && !empty)})
            2'b10: count <= count + 1;
            2'b01: count <= count - 1;
            default: count <= count;
        endcase
    end
end
endmodule
```
==> flow_summary.json <==
{
  "grt_max_degree": 113,
  "utilization": 0.570,
  "maxSlewHeadroom": 0.0814,
  "clk_pin_slew_ns": 0.06,
  "whs_path_depth": 2,
  "tns_ns": 0,
  "grt_pass1_vias": 172000,
  "postLayoutSetupSlackWorst_ns": 1347.11,
  "holdCritStartpoint": "out[54]",
  "cp.required_ns": 1689.24,
  "reg2regPathDepth": 16,
  "log.warning_count": 32,
  "crit_top_cell": "buf_4",
  "placed_cell_area_sq_mm": 0.332,
  "netlist_area_sq_mm": 0.316,
  "layout-drive-gt1-share": 0.274,
  "ioPinCount": 134,
  "antenna_found_initial": 113,
  "ys_ff": 8278,
  "worstHoldEndpoint": "out[54]",
  "fin_area_sq_mm": 0.359,
  "slowest_delay_ns": 0.66,
  "reg2reg_slack_ns": 1679.74,
  "clock_latency_ns": 1.21,
  "path_cells": "clkdlybuf4s50_1 > and2_1 > inv_1 > buf_4 > nor3_1 > nand3_2 > buf_4 > nor2_4 > buf_4 > buf_4",
  "max-cap-violations": 0,
  "h-tree-depth": 6,
  "worstPathMaxFanout": 35,
  "area_leaders": "edfxtp_1 (78%), mux4_2 (14%), mux2i_1 (2.3%)",
  "chipArea_sq_mm": 0.636,
  "ys_types": 65,
  "fp.coreArea_sq_mm": 0.629,
  "overflow": 0,
  "hold_path.class": "flip-flop to flip-flop",
  "setup_viol": 0,
  "post_cts_buffers": 0,
  "initial_core_util": 0.503,
  "cts_resized": 0,
  "endpoint_kind": "flip-flop",
  "syn_to_final_growth_pct": 13.3,
  "placement_rows": 291,
  "synth-edff-count": 8192,
  "grt_usage": 0.352,
  "grt_pass1_wl_um": 1350000,
  "synthArstFlopShare": 0,
  "ys_seq_share": 0.783,
  "layout_min_cycle_time_ns": 341.39,
  "finalMaxSlewViolations": 0,
  "synth_top_area_share": 0.777,
  "dpl_worst_slack_ns": 1345.96,
  "dr_total_vias": 155000,
  "fin_worst_skew_ns": 0.105,
  "critical-path-slowest-cell": "and2_1",
  "ys_cells": 14000,
  "vias_per_cell": 6.37,
  "die_y_um": 798,
  "hold_viol_final": 0,
  "ys.warnings.count": 1,
  "rr_startpoint": "rptr[0]",
  "critical_path_class": "input port to flip-flop",
  "final_antenna_net_count": 0,
  "powerDensity_mw_per_mm2": 1.34,
  "fmax_mhz": 2.93,
  "die_x_um": 798,
  "portBuffers": 133,
  "clock-sinks": 8278,
  "gp_congestion": 0.972,
  "holdBufCountCts": 0,
  "syn_area_per_cell_sq_um": 22.6,
  "p_leak_nw": 111,
  "hpwl_um": 595000,
  "worstPathArrival_ns": 342.13,
  "drc": 0,
  "cts_max_path_buffers": 4,
  "tightest_slew_ns": 1.34,
  "yosys_area_sq_mm": 0.316,
  "cts_root_buf": "clkbuf_16",
  "wl_per_cell_um": 40.2,
  "cp-start-kind": "input port",
  "synthFlopType": "edfxtp_1",
  "drt-total-wl_um": 979000,
  "status": "finished, final reports clean",
  "yosysTopAreaCell": "edfxtp_1",
  "reg2reg_to": "out[63]",
  "firstDrtPassIters": 7,
  "finalClockPeriodUsage": 0.202,
  "synthCells": 14000,
  "drt_iter0_markers": 11100,
  "irDropWorstVdd_mv": 0.00140,
  "cts-buffers-inserted": 819,
  "cts_tree": "yes",
  "rsz0062_at_grt": "false"
}
==> layout by cell type (no fill, tap or decap), types with 56 or more instances in the layout <==
cell type,count
edfxtp_1,8192
mux4_2,1928
buf_4,935
clkbuf_16,823
mux2i_1,705
nand2_1,537
diode_2,284
a21oi_1,220
nor2_1,204
clkinv_1,183
clkbuf_1,182
clkinv_2,163
o22ai_1,151
nor2_4,131
o221ai_1,113
dfxtp_1,79
a2111oi_0,77
a211oi_1,70
a22oi_1,69
a221oi_1,68
clkdlybuf4s50_1,68
o21ai_0,66
nor2b_1,63
bufinv_16,56
==> registers in the layout, summed over array words and instances (netlist names) <==
name and flops:
rptr 7, count 8, mem_FIFO 8192, out 64, wptr 7
==> worst max-delay path: cells and delay by family <==
| family | cells | cell delay [ns] |
|---|---|---|
| buf+inv | 6 | 2.58 |
| simple gates | 4 | 1.75 |
==> final cells by class <==
cell class	count	area, sq um
Clock inverter	476	4330
Tap cell	8350	10400
Fill cell	44100	270000
Multi-Input combinational cell	4929	65700
Antenna cell	284	711
Timing Repair Buffer	1028	8170
Clock buffer	1026	21600
Sequential cell	8278	248000
Inverter	10	52.6
==> cell usage after synthesis, types with 5 or more instances <==
master	number
a2111oi_0	99
a211o_1	15
a211oi_1	70
a21oi_1	226
a221oi_1	80
a22oi_1	69
a311oi_1	6
a31oi_1	28
a32oi_1	12
and3_1	19
buf_1	81
buf_12	8
buf_2	195
buf_4	132
buf_6	88
buf_8	8
clkbuf_1	295
dfxtp_1	86
edfxtp_1	8192
ha_1	9
inv_1	7
mux2_2	36
mux2i_1	718
mux4_1	23
mux4_2	1928
nand2_1	545
nand3_1	30
nand4_1	6
nor2_1	340
nor2b_1	67
nor3_1	80
nor4_1	35
o2111ai_1	7
o211ai_1	35
o21ai_0	81
o221ai_1	113
o22ai_1	157
o311ai_0	14
o31ai_1	5
or3_1	17
xnor2_1	10
xor2_1	6
==> per-layer routing <==
layer	up-vias	GRT usage	wire, um
li1	62100	-	-
met1	77400	0.375	258000
met2	13700	0.465	434000
met3	2121	0.339	219000
met4	124	0.166	64600
met5	-	0.0384	3190
==> cells by family (layout without fill, tap and decap cells) <==
| logic type | after synthesis | in the layout | share of synthesized area |
|---|---|---|---|
| XOR/XNOR | 16 | 16 | 0.000443 |
| flip-flops | 8278 | 8278 | 0.783 |
| multiplexers | 2705 | 2705 | 0.163 |
| AND-OR/OR-AND | 1036 | 1036 | 0.0229 |
| AND/OR/NAND/NOR | 1162 | 1162 | 0.0156 |
| buffers and inverters | 817 | 2540 | 0.0148 |
| adder cells (fa/ha/maj) | 10 | 10 | 0.000419 |
| other | 0 | 284 | 0 |
==> report_power, final <==
part	switching [mW]	internal, mW	leakage [nW]
Sequential	0.00119	0.227	74.3
Clock	0.0769	0.0991	12.7
Combinational	0.0444	0.0307	23.8
Total	0.123	0.356	111
==> per-stage QoR <==
step                      instances  power, mW  hold slack [ns]
final                         24400      0.479            0.498
after detailed placement      22600      0.307            0.493
after global placement        22600      0.307            0.450
after global routing          24400      0.493            0.517
after floorplan               14000      0.278            0.401
after CTS                     24100      0.481            0.503
==> how the worst max path moves through the flow <==
stage                 start                to  slack (ns)  depth (start not counted)
after CTS             wr_en  mem_FIFO[75][41]     1347.12                         10
after global routing  wr_en  mem_FIFO[75][37]     1346.78                         10
final                 wr_en  mem_FIFO[75][37]     1347.11                         10
Power figures rest on the tool's default switching activity, not on a simulated workload.
